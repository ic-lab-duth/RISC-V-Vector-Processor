$ cat flow/run.sh
#!/bin/bash
# OpenROAD 26Q1-2900-gdf79404cd8, Yosys 0.63+post, stock flow scripts
make -C /OpenROAD-flow-scripts/flow DESIGN_CONFIG=/design/flow/config.mk WORK_HOME=/design/flow/orfs finish
$ cat flow/constraint.sdc
current_design gshare

set clk_period 20.0
set clk_io_pct 0.2

create_clock -name clk0 -period $clk_period [get_ports {clk}]

set non_clock_inputs [all_inputs -no_clocks]
set_input_delay [expr $clk_period * $clk_io_pct] -clock clk0 $non_clock_inputs
set_output_delay [expr $clk_period * $clk_io_pct] -clock clk0 [all_outputs]
$ cat flow/config.mk
export PLATFORM = sky130hd
export DESIGN_NAME = gshare
export DESIGN_NICKNAME = gshare
export VERILOG_FILES = /design/flow/design.v
export SDC_FILE = /design/flow/constraint.sdc
export NUM_CORES = 4
export LEC_CHECK = 1
export CORE_UTILIZATION = 30
$ cat flow/design.v
module gshare #(PC_BITS=32,HISTORY_BITS=2,SIZE=1024) (
	input  logic               clk           ,
	input  logic               rst_n         ,
	input  logic [PC_BITS-1:0] pc_in_a       ,
	input  logic [PC_BITS-1:0] pc_in_b       ,
	output logic               is_taken_out_a,
	output logic               is_taken_out_b,
	input  logic               wr_en         ,
	input  logic [PC_BITS-1:0] orig_pc       ,
	input  logic               is_taken
);
	localparam SEL_BITS = $clog2(SIZE);
	logic [    SEL_BITS-1 : 0] line_selector_a, line_selector_b;
	logic [HISTORY_BITS-1 : 0] counter_selector_a, counter_selector_b;
	logic [HISTORY_BITS-1 : 0] gl_history         ;
	logic [             1 : 0] retrieved_counter_a, retrieved_counter_b, old_counter, final_value;
	logic [             7 : 0] retrieved_data_a, retrieved_data_b, write_retrieved_data, new_counter_vector;
	logic [    SEL_BITS-1 : 0] write_line_selector   ;
	logic [HISTORY_BITS-1 : 0] write_counter_selector;
	logic [HISTORY_BITS +1: 0] starting_bit_a, starting_bit_b, write_counter_stating_bit;
	logic [2:0][SEL_BITS-1 : 0]read_addresses;
	logic [2:0][7 :0] 		   data_out;
	localparam int GS_SIZE = 8*SIZE + $bits(gl_history);
	assign line_selector_a = pc_in_a[SEL_BITS : 1];
	assign line_selector_b = pc_in_b[SEL_BITS : 1];
	assign counter_selector_a = gl_history ^ pc_in_a[HISTORY_BITS : 1];
	assign counter_selector_b = gl_history ^ pc_in_b[HISTORY_BITS : 1];
	assign starting_bit_a      = counter_selector_a << 1;
	assign starting_bit_b      = counter_selector_b << 1;
	assign retrieved_counter_a = retrieved_data_a[starting_bit_a +: 2];
	assign retrieved_counter_b = retrieved_data_b[starting_bit_b +: 2];
	assign is_taken_out_a = retrieved_counter_a[1];
	assign is_taken_out_b = retrieved_counter_b[1];
	assign read_addresses[0] = line_selector_a;
	assign read_addresses[1] = line_selector_b;
	assign read_addresses[2] = write_line_selector;
	sram #(
		.SIZE      (SIZE),
		.DATA_WIDTH(8   ),
		.RD_PORTS  (3   ),
		.WR_PORTS  (1   ),
		.RESETABLE (1   )
	) SRAM (
		.clk          (clk                ),
		.rst_n        (rst_n              ),
		.wr_en        (wr_en              ),
		.read_address (read_addresses     ),
		.data_out     (data_out           ),
		.write_address(write_line_selector),
		.new_data     (new_counter_vector )
	);
	assign retrieved_data_a     = data_out[0];
	assign retrieved_data_b     = data_out[1];
	assign write_retrieved_data = data_out[2];
	assign write_line_selector       = orig_pc[SEL_BITS : 1];
	assign write_counter_selector    = gl_history ^ orig_pc[HISTORY_BITS : 1];
	assign write_counter_stating_bit = write_counter_selector << 1;
	assign old_counter = write_retrieved_data[write_counter_stating_bit +: 2];
	always_comb begin : NewValue
		if(is_taken) begin
			if(old_counter<2'b11) begin
				final_value = old_counter+1;
			end else begin
				final_value = old_counter;
			end
		end else begin
			if(old_counter>2'b00) begin
				final_value = old_counter-1;
			end else begin
				final_value = old_counter;
			end
		end
	end
	always_comb begin : NewVector
		new_counter_vector                               = write_retrieved_data;
		new_counter_vector[write_counter_stating_bit+:2] = final_value;
	end
	always_ff @(posedge clk or negedge rst_n) begin : UpdateGH
		if(!rst_n) begin
			gl_history <= 2'b00;
		end else begin
			if(wr_en) begin
				gl_history <= { is_taken , gl_history[HISTORY_BITS-1:1] };
			end
		end
	end
endmodule
module sram
    #(SIZE=1024,DATA_WIDTH=8, RD_PORTS=1, WR_PORTS=1, RESETABLE=0) (
    input  logic                                  clk          ,
    input  logic                                  rst_n        ,
    input  logic [WR_PORTS-1:0]                   wr_en        ,
    input  logic [WR_PORTS-1:0][$clog2(SIZE)-1:0] write_address,
    input  logic [WR_PORTS-1:0][  DATA_WIDTH-1:0] new_data     ,
    input  logic [RD_PORTS-1:0][$clog2(SIZE)-1:0] read_address ,
    output logic [RD_PORTS-1:0][  DATA_WIDTH-1:0] data_out
);
    localparam SEL_BITS = $clog2(SIZE);
	logic [SIZE-1:0][DATA_WIDTH-1:0] Memory_Array;
    always_comb begin : DataOUT
        for (int i = 0; i < RD_PORTS; i++) begin
            data_out[i] = Memory_Array[read_address[i]];
        end
    end
    generate
        if(RESETABLE) begin
            always_ff @(posedge clk or negedge rst_n) begin : Update
                if(!rst_n) begin
                    for (int i = 0; i <= SIZE-1; i++) begin
                        Memory_Array[i]<='d0;
                    end
                end else begin
                    for (int i = 0; i < WR_PORTS; i++) begin
                        if (wr_en[i]) Memory_Array[write_address[i]] <= new_data[i];
                    end
                end
            end
        end else begin
            always_ff @(posedge clk) begin : Update
                for (int i = 0; i < WR_PORTS; i++) begin
                    if (wr_en[i]) Memory_Array[write_address[i]] <= new_data[i];
                end
            end
        end
    endgenerate
endmodule
==> node_exporter_impl.prom <==
# HELP chip_impl_metric Implementation results
# TYPE chip_impl_metric gauge
chip_impl_info{name="run_status",value="complete, no violations"} 1
chip_impl_metric{name="ys_seq_elements",unit=""} 8194
chip_impl_metric{name="synth_unique_cells",unit=""} 91
chip_impl_info{name="slowest_stage",value="sky130_fd_sc_hd__buf_4"} 1
chip_impl_metric{name="initCoreUtil",unit=""} 0.3007
chip_impl_metric{name="fin_skew",unit="ns"} 0.1097
chip_impl_metric{name="avgSynthCellArea",unit="µm²"} 11.71
chip_impl_metric{name="count_of_nets_left_with_antenna_violations_after_detail_routing",unit=""} 0
chip_impl_info{name="clk_root_buffer_cell",value="sky130_fd_sc_hd__clkbuf_16"} 1
chip_impl_info{name="tritoncts",value="done"} 1
chip_impl_metric{name="vias_per_cell",unit=""} 5.777
chip_impl_info{name="ys_dominant_reg_cell",value="sky130_fd_sc_hd__dfrtp_1"} 1
chip_impl_metric{name="core_occupancy_in_the_finished_layout",unit=""} 0.3327
chip_impl_metric{name="cts_made_buffers",unit=""} 869
chip_impl_metric{name="finalCritPeriodShare",unit=""} 0.7457
chip_impl_metric{name="power.ir.vdd_worst",unit="mV"} 0.08357
chip_impl_info{name="worst-setup-path-type",value="primary input to output pin"} 1
chip_impl_metric{name="postCtsSetupRepairBufs",unit=""} 0
chip_impl_info{name="critical_path.most_common_cell",value="sky130_fd_sc_hd__mux4_2"} 1
chip_impl_info{name="crit_path_start_kind",value="primary input"} 1
chip_impl_metric{name="first_global_vias",unit=""} 327600
chip_impl_info{name="critPathTopFamily",value="multiplexers"} 1
chip_impl_metric{name="count_of_routing_violations_after_the_opening_detailed_route_iteration",unit=""} 27970
chip_impl_metric{name="crit_required",unit="ns"} 16.00
chip_impl_metric{name="area_growth_syn_to_fin",unit="%"} 10.63
chip_impl_metric{name="finalWorstPathRequiredPeriod",unit="ns"} 14.91
chip_impl_metric{name="synth_cells",unit=""} 37320
chip_impl_metric{name="tightest_slew",unit="ns"} 1.440
chip_impl_metric{name="io_pins",unit=""} 102
chip_impl_metric{name="maximum_single_stage_delay_on_the_critical_path",unit="ns"} 0.71
chip_impl_metric{name="count_of_hold_buffers_inserted_by_post_cts_repair",unit=""} 0
chip_impl_metric{name="fin_setup_tns",unit="ns"} 0
chip_impl_metric{name="asyncSetResetFlopFracSynth",unit=""} 1.000
chip_impl_metric{name="ys_chip_area",unit="mm²"} 0.4370
chip_impl_metric{name="grt_max_degree",unit=""} 131
chip_impl_metric{name="buffers_and_inverters_on_the_worst_path",unit=""} 6
chip_impl_metric{name="count_of_tool_warnings",unit=""} 295
chip_impl_metric{name="clock_insertion_delay_worst_skew",unit="ns"} 1.21
chip_impl_metric{name="place.detailed.instances",unit=""} 54560
chip_impl_metric{name="synth.yosys.warnings",unit=""} 2
chip_impl_metric{name="wirelength",unit="µm"} 1689000
chip_impl_metric{name="final_cell_count_no_fill",unit=""} 56580
chip_impl_metric{name="setup_violations",unit=""} 0
chip_impl_metric{name="grt_pass1_wl",unit="µm"} 2434000
chip_impl_metric{name="drt-pass1-iter-count",unit=""} 7
chip_impl_info{name="timing.critical_path.to_type",value="output pin"} 1
chip_impl_info{name="cp-startpoint",value="pc_in_a[2]"} 1
chip_impl_metric{name="max_freq",unit="MHz"} 67.05
chip_impl_metric{name="post-synth-top-area-fraction",unit=""} 0.4692
chip_impl_metric{name="die.size.y",unit="µm"} 1209
chip_impl_metric{name="track_usage",unit=""} 0.2394
chip_impl_metric{name="powerDensity",unit="mW/mm²"} 84.14
chip_impl_metric{name="cts-root-to-sink-buffers",unit=""} 5
chip_impl_metric{name="synth-edff-count",unit=""} 0
chip_impl_metric{name="cts-htree-levels",unit=""} 6
chip_impl_metric{name="grt.overflow.total",unit=""} 0
chip_impl_metric{name="synth.cell_area",unit="mm²"} 0.4370
chip_impl_metric{name="postCtsResizedCells",unit=""} 0
chip_impl_info{name="cp_cell_sequence",value="buf_8 > buf_4 > buf_4 > buf_4 > buf_4 > mux4_2 > mux4_2 > mux4_2 > mux4_2 > mux4_2 > mux4_2 > clkdlybuf4s50_1"} 1
chip_impl_metric{name="timing_hold_violations_final",unit=""} 0
chip_impl_metric{name="drive_gt1_frac",unit=""} 0.2077
chip_impl_metric{name="antenna_found_initial",unit=""} 197
chip_impl_info{name="post_synth_most_frequent_cells",value="sky130_fd_sc_hd__dfrtp_1, sky130_fd_sc_hd__nand2_1, sky130_fd_sc_hd__mux4_2"} 1
chip_impl_metric{name="dieWidth",unit="µm"} 1209
chip_impl_metric{name="report.final.slew_viol_count",unit=""} 0
chip_impl_metric{name="core",unit="mm²"} 1.453
chip_impl_metric{name="critical_path_arrival",unit="ns"} 10.91
chip_impl_metric{name="gp_congestion",unit=""} 1.014
chip_impl_info{name="reg2reg_from",value="SRAM.Memory_Array[4472]"} 1
chip_impl_metric{name="detailroute.via_count",unit=""} 326900
chip_impl_metric{name="drcViolationCount",unit=""} 0
chip_impl_metric{name="p_leak",unit="nW"} 194.6
chip_impl_metric{name="clkSlewWorstSetupHoldPaths",unit="ns"} 0.06
chip_impl_metric{name="yosys_cells",unit=""} 37320
chip_impl_metric{name="io_buf_count",unit=""} 35
chip_impl_metric{name="slew-limit-headroom",unit=""} 0.03563
chip_impl_metric{name="drv.max_cap_violation_count",unit=""} 0
chip_impl_info{name="synth.top_cells.by_area",value="sky130_fd_sc_hd__dfrtp_1, sky130_fd_sc_hd__mux4_2, sky130_fd_sc_hd__o31ai_1"} 1
chip_impl_metric{name="wl_per_cell",unit="µm"} 29.84
chip_impl_info{name="synthMostInstantiatedCell",value="sky130_fd_sc_hd__dfrtp_1"} 1
chip_impl_metric{name="synth_sequential_area_ratio",unit=""} 0.4692
chip_impl_info{name="rsz0062_at_grt",value="no"} 1
chip_impl_metric{name="timing.critical_path.fanout_max",unit=""} 51
chip_impl_metric{name="place_hpwl",unit="µm"} 1130000
chip_impl_metric{name="std_cell_rows",unit=""} 443
chip_impl_info{name="netlist.top_cell.by_area",value="sky130_fd_sc_hd__dfrtp_1"} 1
chip_impl_info{name="min_path_type",value="register to register"} 1
chip_impl_info{name="timing.hold.worst.start",value="SRAM.Memory_Array[4286]"} 1
chip_impl_metric{name="total_clock_sinks",unit=""} 8194
chip_impl_metric{name="fp.dieArea",unit="mm²"} 1.462
## worst register-to-register path: cells and delay by family (launching register included)
kind | cells | cell delay [ns]
AND/OR/NAND/NOR | 2 | 1.13
AND-OR/OR-AND | 8 | 3.50
flip-flops | 1 | 0.38
buffers and inverters | 5 | 3.33
multiplexers | 2 | 0.78
## report_power, final
part	total (mW)	internal [mW]	switching [mW]
logic	6.77	1.28	5.49
registers	17.1	16.9	0.228
clock network	16.8	9.60	7.17
## cell families after synthesis
kind of cell / synth area share
AND-OR/OR-AND: 0.1370
flip-flops: 0.4692
XOR/XNOR: 0.0002205
multiplexers: 0.2506
buffers and inverters: 0.04612
adder cells (fa/ha/maj): 0.0002262
AND/OR/NAND/NOR: 0.09665
## registers in the layout, summed over array words and instances, names as in the netlist
signal and flops:
SRAM.Memory_Array 8192, gl_history 2
## layout by cell type (no fill, tap or decap), types with 380 or more instances in the layout
cell                           n
sky130_fd_sc_hd__o22ai_1     380
sky130_fd_sc_hd__mux4_2     4516
sky130_fd_sc_hd__mux2i_1     482
sky130_fd_sc_hd__o31ai_1    4119
sky130_fd_sc_hd__nand2_1    7467
sky130_fd_sc_hd__diode_2     446
sky130_fd_sc_hd__clkbuf_16   884
sky130_fd_sc_hd__a21oi_1    2383
sky130_fd_sc_hd__o21ai_0    1944
sky130_fd_sc_hd__nor2_1     2948
sky130_fd_sc_hd__dfrtp_1    8194
sky130_fd_sc_hd__buf_4      1204
## per-layer routing
metal	up-vias	part of all wire	GRT usage	wire, µm
met5	-	0.0045	0.04656	7558
met4	213	0.076	0.1470	127600
met3	4389	0.18	0.1848	302500
met2	18730	0.41	0.3154	696200
met1	164500	0.33	0.2673	555000
li1	139100	-	-	-
## per-stage QoR
stage                     setup WS [ns]  total power, mW  hold slack, ns  area [µm²]
after detailed placement          5.268            23.99          0.4641      453400
final                             5.086            40.68          0.4719      483500
after global placement            5.274            23.96          0.4545      453400
after floorplan                   7.735            21.69          0.4416      437000
after global routing              4.928            41.68          0.4876      483000
after CTS                         5.250            40.61          0.4779      482300
## final timing paths
check / to / slack (ns) / depth (start not counted)
min in group asynchronous: SRAM.Memory_Array[3329] / 2.82 / 1
max in group asynchronous: SRAM.Memory_Array[5655] / 12.41 / 8
worst max-delay path: is_taken_out_a / 5.09 / 12
worst max register to register: SRAM.Memory_Array[7929] / 10.71 / 17
worst min register to register: SRAM.Memory_Array[4286] / 0.47 / 2
worst min-delay path: SRAM.Memory_Array[4286] / 0.47 / 2
## layout make-up
cell class,count,area [µm²]
clock buffer,1311,25860
sequential,8194,205000
antenna,446,1116
fill,142400,969900
inverter,19,91.34
multi-input combinational,25670,212800
timing repair buffer,1325,11250
tap,19360,24220
clock inverter,264,3064
Power is estimated from default activity; no workload was simulated.
