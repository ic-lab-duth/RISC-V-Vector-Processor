[design/flow/design.v]
module and_or_mux
#(
    parameter int INPUTS    = 4,
    parameter int DW        = 16
)
(
    input  logic[INPUTS-1:0][DW-1:0]    data_in,
    input  logic[INPUTS-1:0]            sel,
    output logic[DW-1:0]                data_out
);
logic tmp;
always_comb begin: mux
    for(int w=0; w < DW; w=w+1) begin
        tmp = 0;
        for(int i=0; i < INPUTS; i=i+1) begin
            tmp = tmp | ( sel[i] & data_in[i][w] );
        end
        data_out[w] = tmp;
    end
end
endmodule
module ld_st_buffer #(
    parameter DATA_WIDTH     = 32,
    parameter ADDR_BITS      = 32,
    parameter BLOCK_ID_START = 5 ,
    parameter R_WIDTH        = 6 ,
    parameter MICROOP        = 5 ,
    parameter ROB_TICKET     = 3 ,
    parameter DEPTH          = 4
) (
    input  logic                  clk               ,
    input  logic                  rst_n             ,
    input  logic                  push              ,
    input  logic [ ADDR_BITS-1:0] write_address     ,
    input  logic [DATA_WIDTH-1:0] write_data        ,
    input  logic [   MICROOP-1:0] write_microop     ,
    input  logic [   R_WIDTH-1:0] write_dest        ,
    input  logic [ROB_TICKET-1:0] write_ticket      ,
    input  logic                  write_isfetched   ,
    input  logic [ ADDR_BITS-1:0] search_address    ,
    input  logic [   MICROOP-1:0] search_microop_in ,
    output logic [DATA_WIDTH-1:0] search_data       ,
    output logic [   MICROOP-1:0] search_microop    ,
    output logic [   R_WIDTH-1:0] search_dest       ,
    output logic [ROB_TICKET-1:0] search_ticket     ,
    output logic                  search_valid_hit  ,
    output logic                  search_partial_hit,
    input  logic                  valid_update      ,
    input  logic [ ADDR_BITS-1:0] update_address    ,
    input  logic                  pop               ,
    output logic                  head_isfetched    ,
    output logic [ ADDR_BITS-1:0] head_address      ,
    output logic [DATA_WIDTH-1:0] head_data         ,
    output logic [   MICROOP-1:0] head_microop      ,
    output logic [   R_WIDTH-1:0] head_dest         ,
    output logic [ROB_TICKET-1:0] head_ticket       ,
    output logic                  valid             ,
    output logic                  ready
);
    localparam INFO_WIDTH = R_WIDTH + MICROOP;
    logic [DEPTH-1:0][ADDR_BITS-1:0]  saved_address;
    logic [DEPTH-1:0][DATA_WIDTH-1:0] saved_data;
    logic [DEPTH-1:0][ROB_TICKET-1:0] saved_ticket;
    logic [DEPTH-1:0][INFO_WIDTH-1:0] saved_info;
    logic [INFO_WIDTH-1:0]            head_info, search_info;
    logic [DEPTH-1:0]                 saved_valid, saved_isfetched;
    logic [    DEPTH-1:0] head, tail, stat_counter ;
    logic [    DEPTH-1:0] matched_update, matched_search_main, matched_search_sec, matched_search;
    logic                 will_update, one_found, microop_ok;
    localparam int LD_BF_SIZE = $bits(saved_address) + $bits(saved_ticket) + $bits(saved_info);
    localparam int ST_BF_SIZE = $bits(saved_address) + $bits(saved_data) + $bits(saved_ticket) + $bits(saved_info);
    assign valid = ~stat_counter[0];
    assign ready = ~stat_counter[DEPTH-1];
    always_comb begin : MatchSearch
        for (int i = 0; i < DEPTH; i++) begin
            matched_search_main[i] = saved_valid[i] ? (search_address[ADDR_BITS-1:BLOCK_ID_START]==saved_address[i][ADDR_BITS-1:BLOCK_ID_START]) : 1'b0;
            matched_search_sec[i] = saved_valid[i] ? (search_address[BLOCK_ID_START-1:0]==saved_address[i][BLOCK_ID_START-1:0]) : 1'b0;
        end
        for (int i = 0; i < DEPTH; i++) begin
            matched_search[i] = matched_search_main[i] & matched_search_sec[i]; 
        end
    end
    always_comb begin : MicroopOk
        if(search_microop_in==5'b00001) begin
            microop_ok = (search_microop == 5'b00110);
        end else if(search_microop_in==5'b00010 | search_microop_in==5'b00011) begin
            microop_ok = (search_microop == 5'b00111 | search_microop == 5'b00110);
        end else if(search_microop_in==5'b00100 | search_microop_in==5'b00101) begin
            microop_ok = 1;
        end else begin
            microop_ok = 0;
        end
    end
    always_comb begin : ValidHit
        search_valid_hit = 0;
        for (int i = 0; i < DEPTH; i++) begin
            if(matched_search[i] && microop_ok) begin
                search_valid_hit = 1;
            end
        end
    end
    assign search_partial_hit = |matched_search_main;
    always_comb begin : matchUpdate
        for (int i = 0; i < DEPTH; i++) begin
            matched_update[i] = saved_valid[i] ? (update_address[ADDR_BITS-1:BLOCK_ID_START]==saved_address[i][ADDR_BITS-1:BLOCK_ID_START]) : 1'b0;
        end
    end
    assign will_update = |matched_update & valid_update;
    always_ff @(posedge clk or negedge rst_n) begin : TailManagement
        if(!rst_n) begin
            tail <= 1;
        end else begin
            if (push) tail <= {tail[DEPTH-2:0], tail[DEPTH-1]};
        end
    end
    always_ff @(posedge clk or negedge rst_n) begin : HeadManagement
        if(!rst_n) begin
            head <= 1;
        end else begin
            if (pop) begin
                head <= {head[DEPTH-2:0], head[DEPTH-1]};
            end
        end
    end
    always_ff @(posedge clk or negedge rst_n) begin : statCounter
        if(!rst_n) begin
            stat_counter <= 1;
        end else begin
            if (push & !pop) begin
                stat_counter <= stat_counter << 1;
            end else if (!push &  pop) begin
                stat_counter <= stat_counter >> 1;
            end
        end
    end
    always_ff @(posedge clk) begin : MemoryData
        for (int i = 0; i < DEPTH; i++) begin
            if(push && tail[i]) begin
                saved_address[i] <= write_address;
                saved_data[i]    <= write_data;
                saved_ticket[i]  <= write_ticket;
                saved_info[i]    <= {write_dest,write_microop};
            end
        end
    end
    always_ff @(posedge clk or negedge rst_n) begin : MemoryValidity
        if(!rst_n) begin
            saved_valid <= 'b0;
        end else begin
            for (int i = 0; i < DEPTH; i++) begin
                if(push && tail[i]) begin
                    saved_valid[i]   <= 1'b1;
                end else if(pop && head[i]) begin
                    saved_valid[i]   <= 1'b0;
                end
            end
        end
    end
    always_ff @(posedge clk or negedge rst_n) begin : MemoryFetched
        if(!rst_n) begin
            saved_isfetched <= 'b0;
        end else begin
            for (int i = 0; i < DEPTH; i++) begin
                if(push && tail[i]) begin
                    saved_isfetched[i] <= write_isfetched;
                end else if(will_update && matched_update[i]) begin
                    saved_isfetched[i] <= 1'b1;
                end
            end
        end
    end
    and_or_mux #(
        .INPUTS    (DEPTH     ),
        .DW        (ADDR_BITS)
    ) mux_addr (
        .data_in (saved_address ),
        .sel     (head       ),
        .data_out(head_address)
    );
    and_or_mux #(
        .INPUTS    (DEPTH     ),
        .DW        (DATA_WIDTH)
    ) mux_data (
        .data_in (saved_data ),
        .sel     (head       ),
        .data_out(head_data)
    );
    and_or_mux #(
        .INPUTS    (DEPTH  ),
        .DW        (INFO_WIDTH)
    ) mux_info (
        .data_in (saved_info ),
        .sel     (head       ),
        .data_out(head_info)
    );
    assign head_microop = head_info[0 +: MICROOP];
    assign head_dest    = head_info[MICROOP +: R_WIDTH];
    and_or_mux #(
        .INPUTS    (DEPTH     ),
        .DW        (ROB_TICKET)
    ) mux_ticket (
        .data_in (saved_ticket ),
        .sel     (head         ),
        .data_out(head_ticket)
    );
    and_or_mux #(
        .INPUTS    (DEPTH     ),
        .DW        (1)
    ) mux_is_fetched (
        .data_in (saved_isfetched ),
        .sel     (head         ),
        .data_out(head_isfetched)
    );
    and_or_mux #(
        .INPUTS    (DEPTH     ),
        .DW        (DATA_WIDTH)
    ) mux_data_s (
        .data_in (saved_data ),
        .sel     (matched_search),
        .data_out(search_data)
    );
    and_or_mux #(
        .INPUTS    (DEPTH  ),
        .DW        (INFO_WIDTH)
    ) mux_info_s (
        .data_in (saved_info ),
        .sel     (matched_search),
        .data_out(search_info)
    );
    assign search_microop = search_info[0 +: MICROOP];
    assign search_dest    = search_info[MICROOP +: R_WIDTH];
    and_or_mux #(
        .INPUTS    (DEPTH     ),
        .DW        (ROB_TICKET)
    ) mux_ticket_s (
        .data_in (saved_ticket ),
        .sel     (matched_search),
        .data_out(search_ticket)
    );
endmodule
[design/flow/run.sh]
#!/bin/bash
# OpenROAD 26Q1-2900-gdf79404cd8, Yosys 0.63+post, stock flow scripts
make -C /OpenROAD-flow-scripts/flow DESIGN_CONFIG=/design/flow/config.mk WORK_HOME=/design/flow/orfs finish
[design/flow/config.mk]
export PLATFORM = sky130hd
export DESIGN_NAME = ld_st_buffer
export DESIGN_NICKNAME = ld_st_buffer
export VERILOG_FILES = /design/flow/design.v
export SDC_FILE = /design/flow/constraint.sdc
export NUM_CORES = 4
export LEC_CHECK = 1
export CORE_UTILIZATION = 30
[design/flow/constraint.sdc]
current_design ld_st_buffer

set clk_period 9.9
set clk_io_pct 0.2

create_clock -name clk0 -period $clk_period [get_ports {clk}]

set non_clock_inputs [all_inputs -no_clocks]
set_input_delay [expr $clk_period * $clk_io_pct] -clock clk0 $non_clock_inputs
set_output_delay [expr $clk_period * $clk_io_pct] -clock clk0 [all_outputs]
==> out/qor.txt <==
run status = completed
VDD IR-drop max = 0.137 mV
post-cts sizing count = 0
clock sink total = 332
post-detail-place hpwl = 35100 um
CP required = 7920 ps
max cap viols = 0
Util after Layout = 39.3%
worst-case reg-to-reg path depth = 4
Post-synth EDFFs = 312
core area = 0.0515 mm^2
Slew headroom = 48.4%
total number of vias = 11200
Post-synth seq share = 62.8%
post-CTS setup buffers = 0
Worst EP arrival = 5780 ps
Synth flops = 332
R2R Path Start = tail[2]
Worst path slowest cell = and3b_2
Worst Hold End = tail[0]
Hold Fails Final Rpt = 0
Yosys Chip Area = 0.0157 mm^2
routability cong. = 0.997
Commonest Layout Cell = edfxtp_1
Starting Density = 30.5%
layout cells sized above 1 = 6.99%
Final setup viols = 0
H-Tree Depth = 2
Worst Tran Pin Value = 774 ps
RSZ-0062 raised after global routing = false
worst reg-to-reg setup slack = 7590 ps
top_reg_cell synth = edfxtp_1
power per cell area = 184 mW/mm^2
first-pass GRT wire length = 75700 um
vias per cell = 5.18
Die H = 231 um
kind of critical path = input port to output pin
1st-pass router iterations = 5
largest net degree at the start of global routing = 50
IO Port Bufs = 276
TritonCTS clock tree = built
worst hold start = tail[0]
Hold Path Stages = 2
CTS Root Cell = clkbuf_16
Min Clock Period, post-route = 7760 ps
initial DRC count = 704
register clock-pin slew on the reported worst setup and hold paths = 50 ps
DRT Wirelength = 51800 um
# DRC = 0
crit share post-route = 78.3%
Layout area overhead = 28.7%
GR Overflow Total = 0
Top cell area share = 59.6%
tally of filler cells in the layout = 4824
Hold-fix buffers, CTS = 0
vias in the first global route = 11700
IO Pins = 282
initial antenna violation count = 3
row count = 83
worst min path class = flip-flop to flip-flop
Synth Instances = 1196
Total GRT Usage = 20.4%
Worst setup EP type = output pin
max-slew violations = 0
CP Buf/Inv Count = 3
cell count in the Yosys report = 1196
Mapped Area = 0.0157 mm^2
Top Layout Cells = edfxtp_1 (312), clkdlybuf4s50_1 (276), a22oi_1 (242), nand2_1 (143), xnor2_1 (140)
width of the die = 231 um
Die Footprint = 0.0534 mm^2
CP Max Fanout = 30
Antenna Nets Post-Route = 0
Post-synth ARST share = 6.02%
drt wl/cell = 24.1 um
Top area cell types = edfxtp_1 (60%), a22oi_1 (12%), xnor2_1 (7.8%)
max incr delay on CP = 590 ps
leakage = 6.79 nW
Crit path top cell by count = clkdlybuf4s50_1
post-synth top area cell = edfxtp_1
Peak Freq = 0.129 GHz
CP Launch Type = input port
Clock Skews = 17.2 ps
Tot Pwr = 3.72 mW
syn_area_per_cell = 13.2 um^2
Synth warnings = 5
Log Warnings = 30
Setup TNS = 0 ps
CP Cell Sequence = clkdlybuf4s50_1 > xor2_1 > nor4_1 > nand3_1 > and3b_2 > buf_4 > a22oi_1 > a21oi_2 > nor4b_2 > o31a_1 > clkdlybuf4s50_1
clock buffer depth = 3
Top Family by Delay on Critical Path = simple AND/OR/NAND/NOR gates
worst-skew pair later-pin latency = 560 ps
Distinct lib cells used = 38
worst r2r dst = saved_address[81]
number of CTS-inserted buffers = 38
==> through the flow <==
| stage | cells | instance area, um^2 | hold WS [ps] | setup WS (ps) |
|---|---|---|---|---|
| after detailed placement | 2087 | 19100 | 484 | 2160 |
| final | 2155 | 20200 | 494 | 2140 |
| after floorplan | 1196 | 15700 | 459 | 4520 |
| after CTS | 2153 | 20200 | 497 | 2130 |
| after global routing | 2153 | 20200 | 544 | 1930 |
| after global placement | 2087 | 19100 | 477 | 2100 |
==> worst max path at each step <==
stage	endpoint	slack, ps	startpoint	depth (start not counted)
5_1_grt	search_valid_hit	1930	search_address[30]	11
6_report	search_valid_hit	2140	search_address[5]	11
4_1_cts	search_valid_hit	2130	search_address[30]	11
==> registers in the layout (all words and copies together) (netlist names) <==
signal,cells
head,4
saved_address,128
saved_data,128
saved_info,44
saved_isfetched,4
saved_ticket,12
saved_valid,4
stat_counter,4
tail,4
==> report_power, final <==
part	total, mW	switching (mW)	internal [mW]
Sequential	1.74	0.0814	1.66
Clock	1.29	0.558	0.734
Combinational	0.692	0.359	0.332
Total	3.72	0.999	2.72
==> cell usage after synthesis, types with 2 or more instances <==
library cell / n
and2b_2: 4
and3b_1: 4
nor3_1: 5
dfstp_2: 3
nand4_4: 2
buf_2: 20
a41oi_1: 4
nor4_2: 3
nor2_1: 6
buf_4: 10
a22oi_1: 242
nand4_1: 32
nand3_1: 20
buf_6: 2
a32oi_1: 4
xor2_1: 96
dfrtp_1: 17
edfxtp_1: 312
and2_2: 4
clkbuf_1: 50
nand2_1: 143
xnor2_1: 140
inv_1: 15
nor3_2: 4
mux2i_1: 2
o21ai_0: 11
buf_1: 3
a21oi_1: 4
nor4_1: 25
==> cell type report <==
cell class / instances / area, um^2 / share of cell area [%]
Clock buffer: 45 / 977 / 4.83
Antenna cell: 2 / 5.00 / 0.0247
Multi-Input combinational cell: 764 / 5410 / 26.7
Timing Repair Buffer: 296 / 2910 / 14.4
Sequential cell: 332 / 9880 / 48.8
Inverter: 15 / 61.3 / 0.303
Clock inverter: 21 / 150 / 0.742
Tap cell: 680 / 851 / 4.20
==> per-layer routing <==
metal / vias to the layer above / part of all wire [%] / track usage, % / wire (um)
li1: 5072 / - / - / -
met1: 5485 / 39 / 27.3 / 20400
met2: 533 / 47 / 31.8 / 24400
met3: 63 / 11 / 9.36 / 5870
met4: 2 / 2.1 / 3.68 / 1090
met5: - / 0.017 / 0 / 9
==> worst min-delay path: stages (launching register included) <==
cell	delay [ps]
dfstp_2	360
inv_1	40
o21ai_0	80
==> cells by family (layout without fill, tap and decap cells) <==
logic type	count (synthesis)	after routing	share of synthesized area [%]
xor+xnor	236	236	13.1
flops	332	332	62.8
other cells	0	2	0
simple gates	254	254	8.16
compound gates	271	271	12.8
buf+inv	100	377	2.88
fa+ha+maj	1	1	0.0795
mux	2	2	0.127
No activity file was given, so power comes from the tool's default toggle rates.
