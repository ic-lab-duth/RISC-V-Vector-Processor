### ./run.sh
#!/bin/bash
# OpenROAD 26Q1-2900-gdf79404cd8, Yosys 0.63+post, stock flow scripts
make -C /OpenROAD-flow-scripts/flow DESIGN_CONFIG=/design/flow/config.mk WORK_HOME=/design/flow/orfs finish
### ./config.mk
export PLATFORM = sky130hd
export DESIGN_NAME = simd_multiplier
export DESIGN_NICKNAME = simd_multiplier
export VERILOG_FILES = /design/flow/design.v
export SDC_FILE = /design/flow/constraint.sdc
export NUM_CORES = 4
export LEC_CHECK = 1
export CORE_UTILIZATION = 50
### ./constraint.sdc
current_design simd_multiplier

set clk_period 67.9
set clk_io_pct 0.2

create_clock -name clk0 -period $clk_period [get_ports {clk}]

set non_clock_inputs [all_inputs -no_clocks]
set_input_delay [expr $clk_period * $clk_io_pct] -clock clk0 $non_clock_inputs
set_output_delay [expr $clk_period * $clk_io_pct] -clock clk0 [all_outputs]
### ./design.v
module mux #(
    parameter int INPUTS    = 4,
    parameter int WIDTH     = 16
)(
    input  logic [INPUTS-1:0]               sel,
    input  logic [INPUTS-1:0][WIDTH-1:0]    data_i,
    output logic [WIDTH-1:0]                data_o
);
logic [INPUTS - 1 : 0][WIDTH - 1 : 0] data_temp;
always_comb for (int i = 0; i < INPUTS; ++i) for (int j = 0; j < WIDTH; ++j) data_temp[i][j] = data_i[i][j] & sel[i];
always_comb begin
    data_o = data_temp[0];
    for (int i = 1; i < INPUTS; ++i) data_o |= data_temp[i];
end
endmodule
module simd_inv #(
    parameter int MIN_WIDTH = 8,
    parameter int MAX_WIDTH = 64,
    parameter int RATIO     = MAX_WIDTH/MIN_WIDTH,
    parameter int SEW_WIDTH = $clog2(RATIO) + 1
)(
    input   logic [SEW_WIDTH-1:0]   sew,
    input   logic [RATIO-1:0]       enable,
    input   logic [MAX_WIDTH-1:0]   opA,
    output  logic [RATIO-1:0]       inv,
    output  logic [MAX_WIDTH-1:0]   result
);
    logic [SEW_WIDTH*RATIO-1:0] inv_temp;
    genvar i, j;
    generate
        for (i = 0; i < SEW_WIDTH; ++i) begin
            for (j = 0; j < RATIO; j += (2**(SEW_WIDTH - i - 1))) begin
                assign inv_temp[i*RATIO + j +: (2**(SEW_WIDTH - i - 1))]
                  = {(2**(SEW_WIDTH - i - 1)){enable[j + (2**(SEW_WIDTH - i - 1)) - 1]}};
            end
        end
    endgenerate
    mux #(
        .INPUTS(SEW_WIDTH),
        .WIDTH (RATIO    )
    )
    mux_0 (
        .data_i(inv_temp),
        .sel   (sew     ),
        .data_o(inv     )
    );
    always_comb begin
        for (int i = 0; i < RATIO; ++i) begin
            result[i*MIN_WIDTH +: MIN_WIDTH] = opA[i*MIN_WIDTH +: MIN_WIDTH] ^ {MIN_WIDTH{inv[i]}};
        end
    end
endmodule
module part_inc #(
    parameter int WIDTH = 8
)(
    input   logic carry_i,
    input   logic [WIDTH-1:0] opA,
    output  logic [WIDTH-1:0] result,
    output  logic carry_o
);
    assign {carry_o, result} = opA + carry_i;
endmodule
module simd_inc #(
    parameter int MIN_WIDTH = 8,
    parameter int MAX_WIDTH = 64,
    parameter int RATIO     = MAX_WIDTH/MIN_WIDTH,
    parameter int SEW_WIDTH = $clog2(RATIO) + 1
)(
    input   logic [SEW_WIDTH-1:0] sew,
    input   logic [RATIO-1:0] enable,
    input   logic [MAX_WIDTH-1:0] opA,
    output  logic [MAX_WIDTH-1:0] result
);
    logic [RATIO-2:0] stop;
    always_comb begin
        stop = 0;
        for (int i = 0; i < SEW_WIDTH; ++i) begin
            for (int j = RATIO/(2**i); j < RATIO; j += RATIO/(2**i)) begin
                stop[j - 1] |= sew[i];
            end
        end
    end
    genvar i;
    generate
        for (i = 0; i < RATIO; ++i) begin : gen_inc
            logic carry_o;
            if (i == 0) begin
                part_inc #(.WIDTH(MIN_WIDTH)) pinc (
                    .carry_i    (enable[i]),
                    .opA        (opA[i*MIN_WIDTH +: MIN_WIDTH]),
                    .result     (result[i*MIN_WIDTH +: MIN_WIDTH]),
                    .carry_o    (carry_o)
                );
            end else begin
                part_inc #(.WIDTH(MIN_WIDTH)) pinc (
                    .carry_i    (stop[i - 1] ? enable[i] : gen_inc[i - 1].carry_o),
                    .opA        (opA[i*MIN_WIDTH +: MIN_WIDTH]),
                    .result     (result[i*MIN_WIDTH +: MIN_WIDTH]),
                    .carry_o    (carry_o)
                );
            end
        end
    endgenerate
endmodule
module simd_neg #(
    parameter int MIN_WIDTH = 8,
    parameter int MAX_WIDTH = 64,
    parameter int RATIO     = MAX_WIDTH/MIN_WIDTH,
    parameter int SEW_WIDTH = $clog2(RATIO) + 1
)(
    input   logic [SEW_WIDTH-1:0]   sew,
    input   logic [RATIO-1:0]       enable,
    input   logic [MAX_WIDTH-1:0]   opA,
    output  logic [MAX_WIDTH-1:0]   result
);
    logic [RATIO-1:0]       inv;
    logic [MAX_WIDTH-1:0]   result_inv;
    simd_inv #(
        .MIN_WIDTH(MIN_WIDTH),
        .MAX_WIDTH(MAX_WIDTH)
    )
    invert (
        .sew(sew),
        .enable(enable),
        .opA(opA),
        .inv(inv),
        .result(result_inv)
    );
    simd_inc #(
        .MIN_WIDTH(MIN_WIDTH),
        .MAX_WIDTH(MAX_WIDTH)
    )
    increment (
        .sew(sew),
        .enable(inv),
        .opA(result_inv),
        .result(result)
    );
endmodule
module simd_multiplier #(
    parameter int MIN_WIDTH = 8,
    parameter int MAX_WIDTH = 64,
    parameter int SEW_WIDTH = $clog2(MAX_WIDTH/MIN_WIDTH) + 1
)(
    input   logic clk,
    input   logic high,
    input   logic signA,
    input   logic signB,
    input   logic [SEW_WIDTH - 1 : 0] sew,
    input   logic [MAX_WIDTH - 1 : 0] opA,
    input   logic [MAX_WIDTH - 1 : 0] opB,
    output  logic [MAX_WIDTH - 1 : 0] result
);
    localparam int RATIO = MAX_WIDTH/MIN_WIDTH;
    logic [SEW_WIDTH-1:0][RATIO - 1 : 0][RATIO - 1 : 0] masks_temp;
    logic [RATIO - 1 : 0][RATIO - 1 : 0] masks;
    logic [RATIO - 1 : 0][MAX_WIDTH - 1 : 0] mul_masks;
    genvar i, j, k;
    generate
        for (i = 0; i < SEW_WIDTH; ++i) begin
            localparam int CURRENT_RATIO = 2**(SEW_WIDTH - i - 1);
            for (j = 0; j < RATIO; ++j) begin
                for (k = 0; k < RATIO; ++k) begin
                    assign masks_temp[i][j][k] = (k/CURRENT_RATIO == j/CURRENT_RATIO);
                end
            end
        end
    endgenerate
    mux #(.INPUTS(SEW_WIDTH), .WIDTH(RATIO*RATIO)) mux (.data_i(masks_temp), .sel(sew), .data_o(masks));
    always_comb for (int i = 0; i < RATIO; ++i) for (int j = 0; j < RATIO; ++j) mul_masks[i][j*MIN_WIDTH +: MIN_WIDTH] = {MIN_WIDTH{masks[i][j]}};
    logic [RATIO - 1 : 0] opA_signs;
    logic [RATIO - 1 : 0] opB_signs;
    always_comb begin
        for (int i = 0; i < RATIO; ++i) begin
            opA_signs[i] = opA[(i + 1)*MIN_WIDTH - 1];
            opB_signs[i] = opB[(i + 1)*MIN_WIDTH - 1];
        end
    end
    logic [MAX_WIDTH - 1 : 0] opA_unsigned;
    logic [MAX_WIDTH - 1 : 0] opB_unsigned;
    simd_neg #(
        .MIN_WIDTH(MIN_WIDTH),
        .MAX_WIDTH(MAX_WIDTH)
    ) simd_unsigned_opA (
        .sew(sew),
        .enable(opA_signs),
        .opA(opA),
        .result(opA_unsigned)
    );
    simd_neg #(
        .MIN_WIDTH(MIN_WIDTH),
        .MAX_WIDTH(MAX_WIDTH)
    ) simd_unsigned_opB (
        .sew(sew),
        .enable(opB_signs),
        .opA(opB),
        .result(opB_unsigned)
    );
    logic [MAX_WIDTH - 1 : 0] correct_opA;
    logic [MAX_WIDTH - 1 : 0] correct_opB;
    assign correct_opA = signA ? opA_unsigned : opA;
    assign correct_opB = signB ? opB_unsigned : opB;
    logic [MAX_WIDTH - 1 : 0][MAX_WIDTH - 1 : 0] parts;
    always_comb for (int i = 0; i < MAX_WIDTH; ++i) parts[i] = correct_opB[i] ? correct_opA & mul_masks[i/MIN_WIDTH] : 0;
    logic [MAX_WIDTH - 1 : 0][MAX_WIDTH + MIN_WIDTH - 1 : 0] shifted_parts;
    always_comb for (int i = 0; i < MAX_WIDTH; ++i) shifted_parts[i] = parts[i] << i%MIN_WIDTH;
    logic [RATIO - 1 : 0][2*MAX_WIDTH - 1 : 0] part_results;
    always_comb begin
        part_results = 0;
        for (int i = 0; i < MAX_WIDTH; ++i) part_results[i/MIN_WIDTH] += shifted_parts[i] << (i/MIN_WIDTH)*MIN_WIDTH;
    end
    logic high_ff;
    logic [SEW_WIDTH - 1 : 0] sew_ff;
    logic [RATIO - 1 : 0] result_signs;
    logic [RATIO - 1 : 0][2*MAX_WIDTH - 1 : 0] part_results_ff;
    always_ff @(posedge clk) begin
        sew_ff <= sew;
        high_ff <= high;
        result_signs <= (signA ? opA_signs : 0) ^ (signB ? opB_signs : 0);
        part_results_ff <= part_results;
    end
    logic [2*MAX_WIDTH - 1 : 0] result_unsigned;
    always_comb begin
        result_unsigned = 0;
        for (int i = 0; i < RATIO; ++i) result_unsigned += part_results_ff[i];
    end
    logic [2*MAX_WIDTH - 1 : 0] result_full;
    simd_neg #(
        .MIN_WIDTH(2*MIN_WIDTH),
        .MAX_WIDTH(2*MAX_WIDTH)
    ) simd_signed_result (
        .sew(sew_ff),
        .enable(result_signs),
        .opA(result_unsigned),
        .result(result_full)
    );
    simd_half #(
        .MIN_WIDTH(MIN_WIDTH),
        .MAX_WIDTH(MAX_WIDTH)
    ) simd_result_half (
        .high(high_ff),
        .sew(sew_ff),
        .opA(result_full),
        .result(result)
    );
endmodule
module simd_half #(
    parameter int MIN_WIDTH = 8,
    parameter int MAX_WIDTH = 64,
    parameter int SEW_WIDTH = $clog2(MAX_WIDTH/MIN_WIDTH) + 1
)(
    input   logic high,
    input   logic [SEW_WIDTH - 1 : 0] sew,
    input   logic [2*MAX_WIDTH - 1 : 0] opA,
    output  logic [MAX_WIDTH - 1 : 0] result
);
    localparam int RATIO = MAX_WIDTH/MIN_WIDTH;
    logic [SEW_WIDTH-1:0][MAX_WIDTH-1:0] temp_high, temp_low, temp_result;
    genvar i, j;
    generate
        for (i = 0; i < SEW_WIDTH; ++i) begin
            localparam int CURRENT_RATIO = 2**(SEW_WIDTH - i - 1);
            localparam int CURRENT_WIDTH = MIN_WIDTH*CURRENT_RATIO;
            for (j = 0; j < MAX_WIDTH; j += CURRENT_WIDTH) begin
                assign {temp_high[i][j +: CURRENT_WIDTH], temp_low[i][j +: CURRENT_WIDTH]} = opA[2*j +: 2*CURRENT_WIDTH];
            end
        end
    endgenerate
    assign temp_result = high ? temp_high : temp_low;
    mux #(.INPUTS(SEW_WIDTH), .WIDTH(MAX_WIDTH)) mux (.data_i(temp_result), .sel(sew), .data_o(result));
endmodule
==> results.yml <==
# flow metrics
cts:
  cts_tree: "yes"
  hold_buffers: 0
  clk_transition_reported_paths_ns: 0.06
  cts.htree.levels: 3
  post_cts_setup_buffers: 0
  cts_inserted_buffers: 84
  root_buffer: "sky130_fd_sc_hd__clkbuf_16"
  clock_path_buffers: 3
  tritoncts_num_sinks: 589
  cts-resized-gates: 0
synth:
  syn-cell-area_um2: 162100
  synth.distinct_cells: 109
  ys_ff: 589
  synth_top_flop_cell: "sky130_fd_sc_hd__dfxtp_1"
  edf_count: 0
  synth.yosys.chip_area_um2: 162100
  synth_cells: 19360
  mean_post_synth_cell_area_um2: 8.377
  yosysSeqAreaShare: 0.07272
  synth_stat.cells: 19360
  synth_async_sr_flop_share: 0
  synthesis.yosys.warnings: 7
detailed_routing:
  drc: 0
  postRouteAntennaNets: 0
  route.detailed.vias_per_inst: 5.769
  first_pass_iters: 8
  drt-initial-drc-count: 8239
  detailed_route_wire_length_per_cell_um: 27.33
  detail_route.wirelength_mm: 643.4
  routed-via-count: 135800
setup_path:
  crit_top_cell: "sky130_fd_sc_hd__ha_1"
  start_kind: "primary input"
  cp_max_fo: 49
  critPathCaptureType: "flop"
  timing.critical_path.slowest_stage_cell: "sky130_fd_sc_hd__o41ai_1"
  critical_path_required_ns: 68.55
  worst_ep_arrival_time_ns: 31.37
  worst-setup-path-type: "primary input to flop"
  timing.critical_path.slowest_cell_delay_ns: 1.11
grt:
  global_route.usage.met1: 0.5189
  global_route.usage.total: 0.4333
  maximum_number_of_pins_on_one_net_before_global_route_repair: 83
  grt.met3_usage: 0.2499
  grt_pass1_vias: 143600
  antenna_found_initial: 86
  overflow_after_grt: 0
  most_congested_layer_reported_by_global_routing: "met2"
  global_route.usage.met2: 0.6109
  grt_pass1_wl_mm: 952.1
final_timing:
  finalCritPeriodShare: 0.4525
  timing.max_slew.rel_slack: 0.1744
  clock.fmax_ghz: 0.03255
  final_period_minus_worst_setup_slack_ns: 30.72
  tightestPinTransition_ns: 1.222
  worst_case_setup_margin_in_the_final_layout_ns: 37.18
  timing.final.max_slew_violations: 0
  rsz0062_at_grt: "no"
  final-setup-viol-count: 0
  report.final.hold_viol_count: 0
  fin_setup_tns_ns: 0
  hold_ws_ns: 13.19
die:
  fp.coreArea_um2: 321900
  die_height_um: 571.5
  fp.dieArea_um2: 326600
  fp_util: 0.5036
  die.size.x_um: 571.5
  ioPinCount: 200
  fp-row-count: 208
job:
  stage_log_warnings: 25
  max_cap_viol_count: 0
final_layout:
  syn2layout_area_growth_pct: 6.759
  layout-drive-gt1-share: 0.04681
placed_design:
  finalWeightedCongestion: 1.064
  dp_hpwl_mm: 540.6
  place.port_buffers: 199
  detailedPlace.worstSlack_ns: 36.65
run_status:
  status: "completed"
worst_hold_path:
  timing.hold.worst.class: "primary input to flop"
==> path summary, 6_finish.rpt <==
path,startpoint,end,cells after the start
setup / recovery,opB[31],part_results_ff[1023]$_DFF_P_,60
hold / removal,sew[0],sew_ff[0]$_DFF_P_,1
==> metal layers <==
metal,share of wire,vias up
met5,0.0017,-
met4,0.083,58
met3,0.15,1617
met2,0.43,6061
met1,0.34,67570
li1,-,60510
==> registers in the layout, summed over array words and instances, names as in the netlist <==
signal / flops
part_results_ff: 576
result_signs: 8
sew_ff: 4
high_ff: 1
==> layout make-up <==
type,instances,area [um^2]
antenna,54,135.1
timing repair buffer,663,5490
inverter,2651,9952
fill,30520,148800
sequential,589,11800
tap,4305,5386
clock buffer,103,2233
clock inverter,52,656.9
multi-input combinational,15130,137400
==> synth_stat cells, types with 93 or more instances <==
library cell / number / area share
sky130_fd_sc_hd__inv_1: 2651 / 0.061
sky130_fd_sc_hd__fa_1: 3329 / 0.41
sky130_fd_sc_hd__ha_1: 1062 / 0.082
sky130_fd_sc_hd__and2_1: 218 / 0.0084
sky130_fd_sc_hd__clkbuf_1: 933 / 0.022
sky130_fd_sc_hd__nor2_1: 2591 / 0.060
sky130_fd_sc_hd__o21a_1: 102 / 0.0047
sky130_fd_sc_hd__nand2_1: 2856 / 0.066
sky130_fd_sc_hd__nand4_1: 156 / 0.0060
sky130_fd_sc_hd__and3_1: 114 / 0.0044
sky130_fd_sc_hd__a21oi_1: 819 / 0.025
sky130_fd_sc_hd__or2_2: 93 / 0.0036
sky130_fd_sc_hd__a21o_1: 421 / 0.019
sky130_fd_sc_hd__nand2b_1: 128 / 0.0049
sky130_fd_sc_hd__nor2b_1: 125 / 0.0048
sky130_fd_sc_hd__dfxtp_1: 589 / 0.073
sky130_fd_sc_hd__o21bai_1: 113 / 0.0052
sky130_fd_sc_hd__xor2_1: 284 / 0.015
sky130_fd_sc_hd__nor3_1: 143 / 0.0044
sky130_fd_sc_hd__xnor2_1: 681 / 0.037
sky130_fd_sc_hd__o21ai_0: 530 / 0.016
sky130_fd_sc_hd__nand3_1: 255 / 0.0079
==> cell usage in the layout, fill, tap and decap left out, drive strengths merged, types with 56 or more instances in the layout <==
cell and count:
a211oi 65, clkdlybuf4s50 193, fa 3329, nor3 144, buf 470, a21oi 824, nor2 2592, nor2b 125
nor4 57, nand4 156, nand2 2856, nand3 256, o21a 102, o211ai 73, ha 1062, and3 114
a21o 421, o21bai 113, clkbuf 103, o21ai 557, nand2b 128, xnor2 681, o31ai 56, a31oi 88
dfxtp 589, and2 235, xor2 284, inv 2664, or2 96
==> per-stage QoR <==
step	std cells	instance area, um^2	utilization
after floorplan	19360	162100	-
after global routing	23520	173100	0.5375
after detailed placement	23330	170100	0.5283
final	23540	173100	0.5377
after CTS	23490	173000	0.5373
after global placement	23330	170100	0.5283
==> worst max-delay path: cells and delay by family <==
family,cells,cell delay [ns]
XOR/XNOR,3,0.74
adder cells (fa/ha/maj),19,6.19
AND/OR/NAND/NOR,4,0.72
buffers and inverters,5,1.67
AND-OR/OR-AND,29,8.36
==> kinds of logic (layout without fill, tap and decap cells) <==
family | after synthesis | after routing | share of synthesized area
and+or+nand+nor | 6931 | 6931 | 0.1822
adders and majority gates | 4391 | 4391 | 0.4930
buffers and inverters | 3641 | 3469 | 0.08462
AOI/OAI and AO/OA | 2757 | 2757 | 0.1100
xor gates and xnor gates | 966 | 966 | 0.05227
DFF | 589 | 589 | 0.07272
muxes | 80 | 80 | 0.005155
other | 0 | 54 | 0
