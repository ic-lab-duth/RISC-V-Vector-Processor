`flow/config.mk`:
```
export PLATFORM = sky130hd
export DESIGN_NAME = rat
export DESIGN_NICKNAME = rat
export VERILOG_FILES = /design/flow/design.v
export SDC_FILE = /design/flow/constraint.sdc
export NUM_CORES = 4
export LEC_CHECK = 1
export CORE_UTILIZATION = 40
```
`flow/constraint.sdc`:
```
current_design rat

set clk_period 37.9
set clk_io_pct 0.2

create_clock -name clk0 -period $clk_period [get_ports {clk}]

set non_clock_inputs [all_inputs -no_clocks]
set_input_delay [expr $clk_period * $clk_io_pct] -clock clk0 $non_clock_inputs
set_output_delay [expr $clk_period * $clk_io_pct] -clock clk0 [all_outputs]
```
`flow/design.v`:
```
module rat #(
	P_ADDR_WIDTH = 7,
	L_ADDR_WIDTH = 5,
	C_NUM        = 2
) (
	input  logic                     clk            ,
	input  logic                     rst_n          ,
	input  logic [ L_ADDR_WIDTH-1:0] write_addr_1   ,
	input  logic [ P_ADDR_WIDTH-1:0] write_data_1   ,
	input  logic                     write_en_1     ,
	input  logic                     instr_1_rn     ,
	input  logic [ L_ADDR_WIDTH-1:0] write_addr_2   ,
	input  logic [ P_ADDR_WIDTH-1:0] write_data_2   ,
	input  logic                     write_en_2     ,
	input  logic                     instr_2_rn     ,
	input  logic [ L_ADDR_WIDTH-1:0] read_addr_1    ,
	output logic [ P_ADDR_WIDTH-1:0] read_data_1    ,
	input  logic [ L_ADDR_WIDTH-1:0] read_addr_2    ,
	output logic [ P_ADDR_WIDTH-1:0] read_data_2    ,
	input  logic [ L_ADDR_WIDTH-1:0] read_addr_3    ,
	output logic [ P_ADDR_WIDTH-1:0] read_data_3    ,
	input  logic [ L_ADDR_WIDTH-1:0] read_addr_4    ,
	output logic [ P_ADDR_WIDTH-1:0] read_data_4    ,
	input  logic [ L_ADDR_WIDTH-1:0] read_addr_5    ,
	output logic [ P_ADDR_WIDTH-1:0] read_data_5    ,
	input  logic [ L_ADDR_WIDTH-1:0] read_addr_6    ,
	output logic [ P_ADDR_WIDTH-1:0] read_data_6    ,
	input  logic [ L_ADDR_WIDTH-1:0] read_addr_7    ,
	output logic [ P_ADDR_WIDTH-1:0] read_data_7    ,
	input  logic [ L_ADDR_WIDTH-1:0] read_addr_8    ,
	output logic [ P_ADDR_WIDTH-1:0] read_data_8    ,
	input  logic                     take_checkpoint,
	input  logic                     instr_num      ,
	input  logic                     dual_branch    ,
	output logic [$clog2(C_NUM)-1:0] current_id     ,
	input  logic                     restore_rat    ,
	input  logic [$clog2(C_NUM)-1:0] restore_id
);
    localparam L_REGS = 2 ** L_ADDR_WIDTH;
    logic [C_NUM-1 : 0][L_REGS-1:0][P_ADDR_WIDTH-1 : 0] CheckpointedRAT;
    logic [L_REGS-1:0][P_ADDR_WIDTH-1 : 0] CurrentRAT;
    logic [$clog2(C_NUM)-1:0] next_ckp, next_ckp_plus;
    assign current_id = next_ckp;
    always_ff @(posedge clk or negedge rst_n) begin : DRAT
        if(!rst_n) begin
            for (int i = 0; i < L_REGS/2; i++) begin
                CurrentRAT[i] <= i;
            end
            for (int i = 0; i < L_REGS/2; i++) begin
                CurrentRAT[L_REGS/2 + i] <= L_REGS + i;
            end
        end else begin
            if(restore_rat) begin
                CurrentRAT <= CheckpointedRAT[restore_id];
            end else begin
                if (write_en_1) CurrentRAT[write_addr_1] <= write_data_1;
                if (write_en_2) CurrentRAT[write_addr_2] <= write_data_2;
            end
        end
    end
    assign next_ckp_plus = next_ckp +1;
    always_ff @(posedge clk) begin : CkpRAT
        if(take_checkpoint) begin
            if(dual_branch) begin
                CheckpointedRAT[next_ckp]      <= CurrentRAT;
                CheckpointedRAT[next_ckp_plus] <= CurrentRAT;
                if (write_en_1) begin
                    CheckpointedRAT[next_ckp][write_addr_1] <= write_data_1;
                    CheckpointedRAT[next_ckp_plus][write_addr_1] <= write_data_1;
                end
                if (write_en_2) CheckpointedRAT[next_ckp_plus][write_addr_2] <= write_data_2;
            end else begin
            	CheckpointedRAT[next_ckp] <= CurrentRAT;
                if(!instr_num) begin
                    if (write_en_1 && instr_1_rn) CheckpointedRAT[next_ckp][write_addr_1] <= write_data_1;
                end else begin
                    if (write_en_1) CheckpointedRAT[next_ckp][write_addr_1] <= write_data_1;
                    if (write_en_2) CheckpointedRAT[next_ckp][write_addr_2] <= write_data_2;
                end
            end
        end
    end
    always_ff @(posedge clk or negedge rst_n) begin : NextCkp
        if(!rst_n) begin
            next_ckp <= 0;
        end else begin
            if(take_checkpoint) begin
                if(dual_branch) begin
                    next_ckp <= next_ckp +2;
                end else begin
                    next_ckp <= next_ckp +1;
                end
            end
        end
    end
    assign read_data_1 = CurrentRAT[read_addr_1];
    assign read_data_2 = CurrentRAT[read_addr_2];
    assign read_data_3 = CurrentRAT[read_addr_3];
    assign read_data_4 = CurrentRAT[read_addr_4];
    assign read_data_5 = CurrentRAT[read_addr_5];
    assign read_data_6 = CurrentRAT[read_addr_6];
    assign read_data_7 = CurrentRAT[read_addr_7];
    assign read_data_8 = CurrentRAT[read_addr_8];
endmodule
```
`flow/run.sh`:
```
#!/bin/bash
# OpenROAD 26Q1-2900-gdf79404cd8, Yosys 0.63+post, stock flow scripts
make -C /OpenROAD-flow-scripts/flow DESIGN_CONFIG=/design/flow/config.mk WORK_HOME=/design/flow/orfs finish
```
==> results_tabular.tex <==
% Yosys + OpenROAD metrics
\begin{tabular}{lr}
\hline
Metric & Value \\
\hline
\multicolumn{2}{l}{\textbf{Synth}} \\
Synth mux share & 20.8\% \\
YS chip area & 103000 µm² \\
Synth warn & 1 \\
Register bit total from synthesis & 673 \\
Fraction of the yosys area taken by sequential cells & 18.5\% \\
Yosys xor share & 0.479\% \\
Fa+ha+maj area frac & 0.893\% \\
AND-OR/OR-AND share of the synthesized area & 37.3\% \\
Number of flops mapped to enable cells by yosys & 448 \\
Share of flip-flops with an asynchronous set or reset & 33.4\% \\
Simple-gate share of the synthesized area & 15.2\% \\
Post-synthesis cell count from yosys & 13752 \\
Library cells used by synthesis & 104 \\
Cell area after synthesis & 103000 µm² \\
Top FF cell, synth & edfxtp\_1 \\
Mean cell area of the mapped netlist & 7.52 µm² \\
Gate count after technology mapping & 13752 \\
Dominant combinational family & AND-OR/OR-AND gates \\
\multicolumn{2}{l}{\textbf{Clocking}} \\
Number of sinks handled by clock tree synthesis & 673 \\
Post-CTS resize count & 0 \\
Root Driver & clkbuf\_16 \\
Number of levels the H-tree was split into & 3 \\
Buffers from clock root to sink, at most & 3 \\
Post-CTS setup repair buffer count & 0 \\
CTS Hold Buffers Added & 0 \\
Number of CTS-inserted buffers & 100 \\
\multicolumn{2}{l}{\textbf{GRT}} \\
GRT Total Usage & 89.3\% \\
Overflow after GRT & 1167 \\
Maximum number of pins on one net before global-route repair & 100 \\
Via count of the first global-routing pass & 158781 \\
Wire length of the first global-routing pass & 1550000 µm \\
\multicolumn{2}{l}{\textbf{Placement}} \\
Number of buffers added on ports & 130 \\
Dpl cells & 16787 \\
Post-detailed-placement half-perimeter wirelength & 774000 µm \\
Final Wtd Congestion & 1.36 \\
\multicolumn{2}{l}{\textbf{Die}} \\
Number of top-level pins & 132 \\
Initial Utilization & 40.3\% \\
Overall die height & 510 µm \\
\# rows & 186 \\
Die Wd & 510 µm \\
\multicolumn{2}{l}{\textbf{Status}} \\
Outcome & aborted with a tool error \\
Tool error message & [ERROR GRT-0116] Global routing finished with congestion. Check the congestion regions in the DRC Viewer. \\
Halt point of the flow & global routing (5\_1\_grt) \\
\hline
\end{tabular}
[cells by family after synthesis]
family	after synthesis
AND-OR/OR-AND	6108
AND/OR/NAND/NOR	3636
buffers and inverters	1787
multiplexers	1428
flip-flops	673
adder cells (fa/ha/maj)	66
XOR/XNOR	54
[stage by stage]
stage | util, % | total power [mW] | hold WS [ns] | area (µm²) | setup slack [ns]
4_1_cts | 45.3 | 10.6 | 0.554 | 117000 | 19.71
3_3_place_gp | 44.0 | 9.58 | 0.553 | 113000 | 19.74
3_5_place_dp | 44.0 | 9.57 | 0.568 | 113000 | 19.71
2_1_floorplan | - | 4.75 | 0.537 | 103000 | 20.51
[synthesized netlist by cell type, types with 24 or more instances]
master / count / area (µm²)
a2111oi_0: 57 / 499
a211oi_1: 401 / 3010
a21o_1: 32 / 240
a21oi_1: 1881 / 9410
a221o_1: 29 / 290
a221oi_1: 315 / 2760
a222oi_1: 24 / 240
a22o_1: 52 / 455
a22oi_1: 280 / 2100
a311oi_1: 32 / 280
a31oi_1: 134 / 838
a32oi_1: 36 / 315
and2_1: 45 / 282
and3_1: 48 / 300
buf_1: 129 / 484
buf_2: 157 / 786
clkbuf_1: 1417 / 5320
dfrtp_1: 145 / 3630
dfstp_2: 80 / 2100
edfxtp_1: 448 / 13500
ha_1: 53 / 663
inv_1: 69 / 259
mux2_2: 107 / 1200
mux2i_1: 755 / 7560
mux4_2: 565 / 12700
nand2_1: 1160 / 4350
nand2b_1: 36 / 225
nand3_1: 221 / 1110
nand4_1: 47 / 294
nor2_1: 1485 / 5570
nor2b_1: 73 / 457
nor3_1: 320 / 1600
nor3_2: 24 / 240
nor4_1: 57 / 357
o2111ai_1: 55 / 482
o211ai_1: 71 / 533
o21a_1: 40 / 300
o21ai_0: 1269 / 6350
o221ai_1: 278 / 2430
o22ai_1: 730 / 4570
o2bb2ai_1: 24 / 210
o311a_1: 30 / 300
o31ai_1: 29 / 218
o32ai_1: 46 / 403
xnor2_1: 30 / 263
[routing by layer]
layer	overflow	track usage [%]
met4	334	82.8
met2	369	93.9
met1	189	91.8
met3	246	85.4
met5	29	76.2
Power is estimated from default activity; no workload was simulated.
