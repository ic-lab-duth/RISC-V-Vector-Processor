[design/flow/run.sh]
#!/bin/bash
# OpenROAD 26Q1-2900-gdf79404cd8, Yosys 0.63+post, stock flow scripts
make -C /OpenROAD-flow-scripts/flow DESIGN_CONFIG=/design/flow/config.mk WORK_HOME=/design/flow/orfs finish
[design/flow/design.v]
module and_or_mux
#(
    parameter int INPUTS    = 4,
    parameter int DW        = 16
)
(
    input  logic[INPUTS-1:0][DW-1:0]    data_in,
    input  logic[INPUTS-1:0]            sel,
    output logic[DW-1:0]                data_out
);
logic tmp;
always_comb begin: mux
    for(int w=0; w < DW; w=w+1) begin
        tmp = 0;
        for(int i=0; i < INPUTS; i=i+1) begin
            tmp = tmp | ( sel[i] & data_in[i][w] );
        end
        data_out[w] = tmp;
    end
end
endmodule
module FA(
  input logic a,
  input logic b,
  input logic c_in,
  output logic s,
  output logic c_out
);
logic g, p;
assign p = a ^ b;
assign s = p ^ c_in;
assign g = a & b;
assign c_out = (p & c_in) | g;
endmodule
module HA(
  input logic a,
  input logic b,
  output logic s,
  output logic c_out
);
assign s = a ^ b;
assign c_out = a & b;
endmodule
module add_comparator #(
    parameter int N = 32
)(
    input  logic[N-1:0] a,
    input  logic[N-1:0] b,
    input  logic[N-1:0] k,
    output logic        r
);
logic[N-1:0] s;
logic[N-1:0] c;
logic[N-1:0] x;
genvar i;
generate
    for (i = 0; i < N; ++i) begin : gen_fa
        FA i_FA (.a(a[i]),  .b(b[i]),  .c_in(~k[i]),  .s(s[i]), .c_out(c[i]));
    end
endgenerate
assign x = s ^ ({c[N-2:0], 1'b0});
assign r = &x;
endmodule
module permutation_unit #(
    W = 8,
    N = 8
)(
    input  logic                    slideUp,
    input  logic                    slideDown,
    input  logic                    group,
    input  logic                    gather,
    input  logic[$clog2(N):0]        scalar,
    input  logic[N-1:0]             mask,
    input  logic[N-1:0][$clog2(N):0] vector,
    input  logic[N-1:0][W-1:0]      in,
    output logic[N-1:0][W-1:0]      out
);
logic[N-1:0][N-1:0] one_mask;
logic[N-1:0][N-1:0] zero_mask;
logic[N-1:0][1:0][$clog2(N):0] ones;
logic[N-1:0][1:0][$clog2(N):0] zeros;
logic[N-1:0][1:0][$clog2(N):0] dst_result;
logic[N-1:0][$clog2(N):0] src_result;
logic[N-1:0][N-1:0] dst_matrix;
logic[N-1:0][N-1:0] src_matrix;
logic[N-1:0]        src_mask;
logic[N-1:0]        dst_mask;
logic[N-1:0][N-1:0] final_matrix;
genvar i, j;
generate
    for (i = 0; i < N; ++i) begin
        assign one_mask[i]      = mask & ((1 << i) - 1);
        assign zero_mask[N-i-1] = mask | ((1 << i) - 1);
        if (N == 4) begin
            reduce4x1 one_counter   (.p(one_mask[i] ), .res(ones[i] ));
            reduce4x1 zero_counter  (.p(zero_mask[N-i-1]), .res(zeros[i]));
        end else if (N == 8) begin
            reduce8x1 one_counter   (.p(one_mask[i] ), .res(ones[i] ));
            reduce8x1 zero_counter  (.p(zero_mask[N-i-1]), .res(zeros[i]));
        end else if (N == 16) begin
            reduce16x1 one_counter  (.p(one_mask[i] ), .res(ones[i] ));
            reduce16x1 zero_counter (.p(zero_mask[N-i-1]), .res(zeros[i]));
        end else if (N == 32) begin
            reduce32x1 one_counter  (.p(one_mask[i] ), .res(ones[i] ));
            reduce32x1 zero_counter (.p(zero_mask[N-i-1]), .res(zeros[i]));
        end else if (N == 64) begin
            reduce64x1 one_counter  (.p(one_mask[i] ), .res(ones[i] ));
            reduce64x1 zero_counter (.p(zero_mask[N-i-1]), .res(zeros[i]));
        end
        assign dst_result[i] = slideUp ? {($clog2(N)+1)'(scalar), ($clog2(N)+1)'(i)} : mask[i] ? ones[i] : zeros[i];
        assign src_result[i] = slideDown ? i + scalar : vector[i];
        for (j = 0; j < N; ++j) begin
            add_comparator #(.N($clog2(N)+1)) i_add_comparator (.a(dst_result[i][0]), .b(dst_result[i][1]), .k(($clog2(N)+1)'(j)), .r(dst_matrix[j][i]));
        end
        assign src_matrix[i] = 1 << src_result[i];
        assign dst_mask[i] = slideUp   | group;
        assign src_mask[i] = slideDown | gather;
        assign final_matrix[i] = (dst_matrix[i] & dst_mask) | (src_matrix[i] & src_mask);
        and_or_mux #(.INPUTS(N), .DW(W)) mux (.data_in(in), .sel(final_matrix[i]), .data_out(out[i]));
    end
endgenerate
endmodule
module reduce8x1(
input logic[7:0][0:0] p,
output logic[1:0][3:0] res);
    logic fs0, fc0;
    FA fa0 (.a(p[0][0]), .b(p[1][0]), .c_in(p[2][0]), .s(fs0), .c_out(fc0));
    logic fs1, fc1;
    FA fa1 (.a(p[3][0]), .b(p[4][0]), .c_in(p[5][0]), .s(fs1), .c_out(fc1));
    logic fs2, fc2;
    FA fa2 (.a(p[6][0]), .b(p[7][0]), .c_in(fs0), .s(fs2), .c_out(fc2));
    logic hs1, hc1;
    HA ha1 (.a(fc0), .b(fc1), .s(hs1), .c_out(hc1));
    assign res[0] = {1'b0, hc1, fc2, fs1};
    assign res[1] = {1'b0, 1'b0, hs1, fs2};
endmodule
[design/flow/config.mk]
export PLATFORM = sky130hd
export DESIGN_NAME = permutation_unit
export DESIGN_NICKNAME = permutation_unit
export VERILOG_FILES = /design/flow/design.v
export SDC_FILE = /design/flow/constraint.sdc
export NUM_CORES = 4
export LEC_CHECK = 1
export CORE_UTILIZATION = 40
[design/flow/constraint.sdc]
current_design permutation_unit

set clk_period 4.9
set clk_io_pct 0.2

create_clock -name clk0 -period $clk_period

set non_clock_inputs [all_inputs -no_clocks]
set_input_delay [expr $clk_period * $clk_io_pct] -clock clk0 $non_clock_inputs
set_output_delay [expr $clk_period * $clk_io_pct] -clock clk0 [all_outputs]
==> results.cfg <==
; generated from flow reports
[layout]
clock_buffers = 0
final_cell_mix = buf_4 (306), a22oi_1 (119), clkdlybuf4s50_1 (101)
seq_cells = 0
lay_top_count = buf_4
layout-drive-gt1-share = 0.361
syn_to_final_growth_pct = 58.2
regArea_um2 = 0
post-route-cell-area_mm2 = 0.0154

[final_timing]
fin_crit_ns = 5.17
maxSlewViolCount = 0
max_slew_margin = 0.355
worst_slack_ns = -0.265
rsz0062_at_grt = yes
fin_setup_tns_ns = -5.38
finalSetupViolCount = 53
timing.fmax_mhz = 194
tightest_slew_ns = 0.964
finalCritPeriodShare = 1.05
hold_viol = 0

[logic_synthesis]
netlist_instances = 1451
netlist_area_mm2 = 0.00975
yosysChipArea_mm2 = 0.00975
synth_area_leader_cell = a22oi_1
ys_types = 93
top_cell_area_share = 0.108
ys_seq_share = 0
yosys-stat-cells = 1451
yosysWarnings = 1
syn_avg_cell_area_um2 = 6.72
area_leaders = a22oi_1 (11%), a22o_1 (6.9%), ha_1 (6.4%)

[die]
ioPinCount = 176
chipArea_mm2 = 0.0250
coreArea_mm2 = 0.0237
initCoreUtil = 0.412
chipWidth_um = 158
die_height_um = 158
rows = 56

[setup_path]
critPathSlowestCell = fa_1
cpMostUsedCell = buf_4
cp-start-kind = primary input
end_kind = output pin
path_delay_family = buffers and inverters
slowest_delay_ns = 0.49
path_class = in2out
crit_fanout = 5
critical_path_buf_inv_count = 8
cp_cell_sequence = buf_8 -> inv_4 -> buf_4 -> ha_4 -> fa_1 -> nor2_2 -> a21oi_2 -> o21ai_2 -> buf_4 -> ha_4 -> xnor2_4 -> nand3b_1 -> buf_6 -> o32ai_4 -> buf_4 -> buf_6 -> a22o_1 -> or3_1 -> buf_2
cp.required_ns = 3.92
path_depth = 19
worstSetupStartpoint = mask[1]
critical_path.endpoint = out[26]
cp.arrival_ns = 4.19

[grt]
grt_pass1_vias = 14201
grt_max_degree = 22
overflow = 0
track_usage = 0.479
antenna_found_initial = 1
grt_pass1_wl_mm = 88.1

[drt]
detail-route-antenna-nets = 0
dr_total_vias = 15525
drc = 0
first_iter_violations = 2429
wl_per_cell_um = 28.2
n_antenna_cell = 0
via_per_inst = 7.13
routed_wl_mm = 61.4
drt_first_pass_iters = 11

[worst_hold_path]
hp-class = in2out
min_path_cells = 5

[power]
ir_worst_vdd_uv = 116
p_leak_nw = 6.44
power_density_mw_per_mm2 = 162
power.total_mw = 2.50

[placed_design]
dp.final_hpwl_mm = 45.9
globalplace.congestion = 1.07
place_ws_ns = -0.954
post_dp_cell_area_mm2 = 0.0139
port_buffers = 176

[outcome]
status = finished with violations
failed_checks = negative setup slack

[flow_run]
cap_viol_max_count = 0
warning_count = 57

[cts]
postCtsHoldBufs = 0
==> per-layer routing <==
metal | part of all wire | global-route usage | vias up
met4 | 0.055 | 0.222 | 2
met5 | 0.00021 | 0.00621 | -
met2 | 0.40 | 0.669 | 1417
li1 | - | - | 6599
met1 | 0.40 | 0.662 | 7188
met3 | 0.15 | 0.154 | 319
==> kinds of logic after synthesis <==
kind of cell	synth area share
buffers and inverters	0.108
AOI/OAI and AO/OA	0.526
and+or+nand+nor	0.241
xor gates and xnor gates	0.0357
muxes	0.0164
adders and majority gates	0.0723
==> power breakdown <==
| part | total [mW] | switching (mW) | internal (mW) | leakage [nW] |
|---|---|---|---|---|
| logic | 2.50 | 1.31 | 1.19 | 6.44 |
| clock network | 0 | 0 | 0 | 0 |
| registers | 0 | 0 | 0 | 0 |
| total | 2.50 | 1.31 | 1.19 | 6.44 |
==> metrics by stage <==
stage / util / cells / hold WS [ns]
6_report: 0.652 / 2176 / 2.85
5_1_grt: 0.652 / 2176 / 2.90
4_1_cts: 0.631 / 2157 / 2.84
3_5_place_dp: 0.585 / 2104 / 3.14
3_3_place_gp: 0.585 / 2104 / 3.15
2_1_floorplan: - / 1451 / 2.10
==> timing repair <==
| item | CTS | global route |
|---|---|---|
| setup endpoints to repair | 64 | 64 |
| setup buffers | 60 | 31 |
| resized | 304 | 177 |
| pin swaps | 123 | 108 |
==> worst min-delay path, delay by kind of cell <==
| family | cells | cell delay (ns) |
|---|---|---|
| buffers and inverters | 3 | 0.63 |
| AOI/OAI and AO/OA | 1 | 0.16 |
| and+or+nand+nor | 1 | 0.11 |
==> cell usage after synthesis (24+ instances only) <==
cell type and instances:
inv_1 94, a31oi_1 24, nor2_1 91, nand2_1 89, clkbuf_1 106, ha_1 50, o21ai_0 61, a222oi_1 33
a22oi_1 140, a221oi_1 56, buf_2 25, a22o_1 77, a21oi_1 64, nand3_1 50
==> worst min-delay path by stage <==
| stage | from | endpoint | slack (ns) |
|---|---|---|---|
| final | in[61] | out[29] | 2.85 |
| after CTS | in[61] | out[29] | 2.84 |
| after global routing | in[61] | out[29] | 2.90 |
==> final cells by class <==
cell class	count	area, µm²
fillers	2000	8250
inverters	95	364
multi-input cells	1199	9770
well taps	319	399
repair buffers	563	4900
Power figures rest on the tool's default switching activity, not on a simulated workload.
